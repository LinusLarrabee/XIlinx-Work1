File: design/flow/config.mk
export PLATFORM = sky130hd
export DESIGN_NAME = LED_Nixietube
export DESIGN_NICKNAME = LED_Nixietube
export VERILOG_FILES = /design/flow/design.v
export SDC_FILE = /design/flow/constraint.sdc
export NUM_CORES = 4
export LEC_CHECK = 1
export CORE_UTILIZATION = 30
File: design/flow/constraint.sdc
current_design LED_Nixietube

set clk_period 3.8
set clk_io_pct 0.2

create_clock -name clk0 -period $clk_period [get_ports {Sys_CLK}]

set non_clock_inputs [all_inputs -no_clocks]
set_input_delay [expr $clk_period * $clk_io_pct] -clock clk0 $non_clock_inputs
set_output_delay [expr $clk_period * $clk_io_pct] -clock clk0 [all_outputs]
File: design/flow/design.v
module LED_Nixietube(Sys_CLK,Data_Bin,EN,COM,SEG);
input Sys_CLK;
input EN;
input [7:0]Data_Bin;
output [1:0]COM;
output [7:0]SEG;
wire [7:0]Num_Display;
reg [7:0]SEG;
reg COM_Cnt;
reg Div_CLK;
reg [12:0]Div_Cnt;
assign Num_Display = Data_Bin;
assign COM = (EN)?((COM_Cnt)?2'b10:2'b01):2'b00;
initial
begin
	SEG <= 8'b0;
	COM_Cnt <= 1'b0;
	Div_CLK <= 1'b0;
	Div_Cnt <= 13'b0;
end
always@(posedge Sys_CLK)
begin
	if(Div_Cnt < 13'd5000)
		Div_Cnt = Div_Cnt + 1'b1;
	else
	begin
		Div_CLK = ~Div_CLK;
		Div_Cnt = 13'b0;
	end
end
wire A,B,C,D;
assign A = Num_Display[3];
assign B = Num_Display[2];
assign C = Num_Display[1];
assign D = Num_Display[0];
wire A_,B_,C_,D_;
not n1 (A_,A);
not n2 (B_,B);
not n3 (C_,C);
not n4 (D_,D);
wire temp71,temp72,temp73,temp74;
and a71 (temp71,A_,B_,C_,D);
and a72 (temp72,A_,B,C_,D_);
and a73 (temp73,A,B_,C,D);
and a74 (temp74,A,B,C_,D);
wire Y7;
or o71 (Y7,temp71,temp72,temp73,temp74);
wire temp61,temp62,temp63,temp64,temp65,temp66;
and a61 (temp61,A_,B,C_,D);
and a62 (temp62,A_,B,C,D_);
and a63 (temp63,A,B_,C,D);
and a64 (temp64,A,B,C_,D_);
and a65 (temp65,A,B,C,D_);
and a66 (temp66,A,B,C,D);
wire Y6;
or o61 (Y6,temp61,temp62,temp63,temp64,temp65,temp66);
wire temp51,temp52,temp53,temp54;
and a51 (temp51,A_,B_,C,D_);
and a52 (temp52,A,B,C_,D_);
and a53 (temp53,A,B,C,D_);
and a54 (temp54,A,B,C,D);
wire Y5;
or o51 (Y5,temp51,temp52,temp53,temp54);
wire temp41,temp42,temp43,temp44,temp45;
and a41 (temp41,A_,B_,C_,D);
and a42 (temp42,A_,B,C_,D_);
and a43 (temp43,A_,B,C,D);
and a44 (temp44,A,B_,C,D_);
and a45 (temp45,A,B,C,D);
wire Y4;
or o41 (Y4,temp41,temp42,temp43,temp44,temp45);
wire temp31,temp32,temp33,temp34,temp35,temp36;
and a31 (temp31,A_,B_,C_,D);
and a32 (temp32,A_,B_,C,D);
and a33 (temp33,A_,B,C_,D_);
and a34 (temp34,A_,B,C_,D);
and a35 (temp35,A_,B,C,D);
and a36 (temp36,A,B_,C_,D);
wire Y3;
or o31 (Y3,temp31,temp32,temp33,temp34,temp35,temp36);
wire temp21,temp22,temp23,temp2,temp25;
and a21 (temp21,A_,B_,C_,D);
and a22 (temp22,A_,B_,C,D_);
and a23 (temp23,A_,B_,C,D);
and a24 (temp24,A_,B,C,D);
and a25 (temp25,A,B,C_,D);
wire Y2;
or o21 (Y2,temp21,temp22,temp23,temp24,temp25);
wire temp11,temp12,temp13,temp14;
and a11 (temp11,A_,B_,C_,D_);
and a12 (temp12,A_,B_,C_,D);
and a13 (temp13,A_,B,C,D);
and a14 (temp14,A,B,C_,D_);
wire Y1;
or o11 (Y1,temp11,temp12,temp13,temp14);
wire E,F,G,H;
assign E = Num_Display[7];
assign F = Num_Display[6];
assign G = Num_Display[5];
assign H = Num_Display[4];
wire E_,F_,G_,H_;
not n1_ (E_,E);
not n2_ (F_,F);
not n3_ (G_,G);
not n4_ (H_,H);
wire temp7_1_,temp7_2_,temp7_3_,temp7_4_;
and a7_1_ (temp7_1_,E_,F_,G_,H);
and a7_2_ (temp7_2_,E_,F,G_,H_);
and a7_3_ (temp7_3_,E,F_,G,H);
and a7_4_ (temp7_4_,E,F,G_,H);
wire Y7_;
or o7_1_ (Y7_,temp7_1_,temp7_2_,temp7_3_,temp7_4_);
wire temp6_1_,temp6_2_,temp6_3_,temp6_4_,temp6_5_,temp6_6_;
and a6_1_ (temp6_1_,E_,F,G_,H);
and a6_2_ (temp6_2_,E_,F,G,H_);
and a6_3_ (temp6_3_,E,F_,G,H);
and a6_4_ (temp6_4_,E,F,G_,H_);
and a6_5_ (temp6_5_,E,F,G,H_);
and a6_6_ (temp6_6_,E,F,G,H);
wire Y6_;
or o6_1_ (Y6_,temp6_1_,temp6_2_,temp6_3_,temp6_4_,temp6_5_,temp6_6_);
wire temp5_1_,temp5_2_,temp5_3_,temp5_4_;
and a5_1_ (temp5_1_,E_,F_,G,H_);
and a5_2_ (temp5_2_,E,F,G_,H_);
and a5_3_ (temp5_3_,E,F,G,H_);
and a5_4_ (temp5_4_,E,F,G,H);
wire Y5_;
or o5_1_ (Y5_,temp5_1_,temp5_2_,temp5_3_,temp5_4_);
wire temp4_1_,temp4_2_,temp4_3_,temp4_4_,temp4_5_;
and a4_1_ (temp4_1_,E_,F_,G_,H);
and a4_2_ (temp4_2_,E_,F,G_,H_);
and a4_3_ (temp4_3_,E_,F,G,H);
and a4_4_ (temp4_4_,E,F_,G,H_);
and a4_5_ (temp4_5_,E,F,G,H);
wire Y4_;
or o4_1_ (Y4_,temp4_1_,temp4_2_,temp4_3_,temp4_4_,temp4_5_);
wire temp3_1_,temp3_2_,temp3_3_,temp3_4_,temp3_5_,temp3_6_;
and a3_1_ (temp3_1_,E_,F_,G_,H);
and a3_2_ (temp3_2_,E_,F_,G,H);
and a3_3_ (temp3_3_,E_,F,G_,H_);
and a3_4_ (temp3_4_,E_,F,G_,H);
and a3_5_ (temp3_5_,E_,F,G,H);
and a3_6_ (temp3_6_,E,F_,G_,H);
wire Y3_;
or o3_1_ (Y3_,temp3_1_,temp3_2_,temp3_3_,temp3_4_,temp3_5_,temp3_6_);
wire temp2_1_,temp2_2_,temp2_3_,temp2_,temp2_5_;
and a2_1_ (temp2_1_,E_,F_,G_,H);
and a2_2_ (temp2_2_,E_,F_,G,H_);
and a2_3_ (temp2_3_,E_,F_,G,H);
and a2_4_ (temp2_4_,E_,F,G,H);
and a2_5_ (temp2_5_,E,F,G_,H);
wire Y2_;
or o2_1_ (Y2_,temp2_1_,temp2_2_,temp2_3_,temp2_4_,temp2_5_);
wire temp1_1_,temp1_2_,temp1_3_,temp1_4_;
and a1_1_ (temp1_1_,E_,F_,G_,H_);
and a1_2_ (temp1_2_,E_,F_,G_,H);
and a1_3_ (temp1_3_,E_,F,G,H);
and a1_4_ (temp1_4_,E,F,G_,H_);
wire Y1_;
or o1_1_ (Y1_,temp1_1_,temp1_2_,temp1_3_,temp1_4_);
always@(posedge Div_CLK)
begin
	if(EN)
	begin
		if(COM_Cnt)
		begin
			SEG[7] <= ~Y7_;
			SEG[6] <= ~Y6_;
			SEG[5] <= ~Y5_;
			SEG[4] <= ~Y4_;
			SEG[3] <= ~Y3_;
			SEG[2] <= ~Y2_;
			SEG[1] <= ~Y1_;
			SEG[0] <= 1'b0;
		end
		else
		begin
			SEG[7] <= ~Y7;
			SEG[6] <= ~Y6;
			SEG[5] <= ~Y5;
			SEG[4] <= ~Y4;
			SEG[3] <= ~Y3;
			SEG[2] <= ~Y2;
			SEG[1] <= ~Y1;
			SEG[0] <= 1'b0;
		end
		COM_Cnt = COM_Cnt + 1'b1;
	end
	else 
		COM_Cnt = 1'b0;
end
endmodule
File: design/flow/run.sh
#!/bin/bash
# OpenROAD 26Q1-2900-gdf79404cd8, Yosys 0.63+post, stock flow scripts
make -C /OpenROAD-flow-scripts/flow DESIGN_CONFIG=/design/flow/config.mk WORK_HOME=/design/flow/orfs finish
==> PnR_summary.wiki <==
== Metrics ==
{| class="wikitable"
! Metric !! Value
|-
| Outcome || finished, final reports clean
|-
| Most common cell after layout, fill and taps aside || clkdlybuf4s50_1
|-
| CTS tree || done
|-
| Die area || 0.00462 mm²
|-
| Library cell with the largest summed area after synthesis || dfxtp_1
|-
| Leakage power total || 0.506 nW
|-
| Synth top area share || 21.5%
|-
| Transition time at the pin with the least slew margin || 0.593 ns
|-
| Final weighted congestion in routability-driven placement || 0.777
|-
| Kind of critical path || primary input to output port
|-
| Wire length of the first global-routing pass || 3690 µm
|-
| Final global-route overflow total || 0
|-
| Crit path DRT || 3.04 ns
|-
| Shortest clock period the worst path allows after layout || 2.83 ns
|-
| Ranking of synthesized cells by area || dfxtp_1 (21%), edfxtp_1 (18%), xnor2_1 (6.7%)
|-
| Final-layout setup total negative slack || 0 ns
|-
| Total half-perimeter wirelength after legalization and detailed placement || 1660 µm
|-
| Post-synthesis sequential element count || 22
|-
| Min-Delay Path Class || flop to flop
|-
| IR Drop Worst-Case VDD || 0.185 mV
|-
| Critical register-to-register path startpoint || Div_Cnt[7]
|-
| Count of tool warnings || 25
|-
| Maximum level of the CTS H-tree || 1
|-
| RSZ-0062 raised after global routing || false
|-
| Antenna violations before repair || 0
|-
| Setup slack, reg-to-reg || 2.23 ns
|-
| Final hold viol count || 0
|-
| Maximum buffer depth of the clock tree || 2
|-
| Number of buffer cells added on primary ports || 18
|-
| Depth of the most critical reg-to-reg path || 4
|-
| Max-cap violations || 0
|-
| First-pass iteration count of the detailed router || 4
|-
| Global-route total usage across every layer || 10.3%
|-
| Ordered list of cells on the worst path || clkdlybuf4s50_1 > nor2b_1 > clkdlybuf4s50_1
|-
| Worst Setup SP || EN
|-
| Proportion of layout cells with a drive suffix above 1 || 8.02%
|-
| Floorplan core area || 0.00409 mm²
|-
| Rel. slew slack || 60.4%
|-
| Max-slew violations || 0
|-
| Max FO, Critical Path || 10
|-
| Total Routed Length || 2230 µm
|-
| Width of the die || 68.0 µm
|-
| ANT cells || 0
|-
| Total clock buffers created by CTS || 3
|-
| Arrival @ worst endpoint || 2.07 ns
|-
| Top_reg_cell synth || dfxtp_1
|-
| Most frequently placed logic cells in the final layout || clkdlybuf4s50_1 (18), dfxtp_1 (14), nand2_1 (12)
|-
| Area overhead of the layout relative to synthesis || 17.4%
|-
| Share of the clock period used by the worst path after layout || 74.5%
|-
| Number of remaining DRC errors || 0
|-
| Clock insertion delay at the later pin of the skew report || 0.24 ns
|-
| Cell Area, Synth || 0.00131 mm²
|-
| Max stage delay on crit path || 0.68 ns
|-
| Final ANT Viol Nets || 0
|-
| Via-per-instance ratio || 4.86
|-
| DRT iter0 DRCs || 49
|-
| CTS Root Buffer Type || clkbuf_8
|-
| Final worst-path setup slack || 0.969 ns
|-
| Post-Syn Area per Cell || 8.59 µm²
|-
| Pin count of the biggest net entering global routing || 18
|-
| Count of flip-flops with a built-in enable after synthesis || 8
|-
| Ports || 20
|-
| Total via count in the routed design || 1030
|-
| Cell Pwr Density || 210 mW/mm²
|-
| Number of register pins that no clock reaches || 8
|-
| Count of endpoints without a timing constraint || 22
|-
| Fmax || 353 MHz
|-
| Netlist cell types || 43
|-
| Post-CTS setup repair buffer count || 0
|-
| Capturing element type of the critical path || output port
|-
| Setup violation total in the final timing report || 0
|-
| Worst-case clock skew || 0.00569 ns
|-
| Post-cts repair resize count || 0
|-
| Count of warnings emitted by yosys || 3
|-
| Gate Count Post-Synth || 152
|-
| Slowest stage cell on the critical path || clkdlybuf4s50_1
|-
| Critical Path Start Type || primary input
|-
| Register share after synthesis || 39.9%
|-
| Pre-Place Util || 31.9%
|-
| Die Span Y || 68.0 µm
|-
| Yosys Instances || 152
|-
| Yosys chip area || 0.00131 mm²
|-
| Crit Reg-Reg Endpoint || Div_Cnt[1]
|-
| Worst-case setup slack after placement || 0.965 ns
|-
| Per-cell routed wire length || 10.5 µm
|-
| Standard-cell row count || 23
|-
| Cell type with the highest occurrence count on the critical path || clkdlybuf4s50_1
|-
| Clock transition at the registers of the reported paths || 0.05 ns
|-
| Number of global-route vias before repair || 854
|-
| Proportion of register bits with asynchronous set or reset after synthesis || 0%
|-
| Critical Path End || COM[0]
|-
| # hold bufs at CTS || 0
|}
## stage by stage
stage / util, % / power (mW) / std cells / instance area (µm²) / hold WS [ns]
after CTS: 37.5 / 0.326 / 212 / 1530 / 0.462
after global placement: 36.4 / 0.205 / 208 / 1490 / 0.434
after floorplan: - / 0.189 / 152 / 1310 / 0.421
final: 37.5 / 0.321 / 212 / 1530 / 0.459
after global routing: 37.5 / 0.340 / 212 / 1530 / 0.488
after detailed placement: 36.4 / 0.206 / 208 / 1490 / 0.449
## critical path: cells and delay by family
kind	cells	cell delay, ns
buffers and inverters	2	1.14
and+or+nand+nor	1	0.17
## power breakdown
part | internal (mW) | switching [mW]
Clock | 0.0737 | 0.0447
Combinational | 0.0247 | 0.0270
Sequential | 0.151 | 0
Total | 0.249 | 0.0718
## synth_stat cells (all sizes together), types with 5 or more instances
library cell and n:
nor2 17, dfxtp 14, nand2 12, o21ai 11, xnor2 10, nand3 9, edfxtp 8, a21oi 7
buf 6, clkbuf 6, inv 5, nor3b 5
## logic make-up after synthesis
logic type	share of synthesized area, %
and+or+nand+nor	27.8
adders and majority gates	0.959
AOI/OAI and AO/OA	15.2
buffers and inverters	6.14
xor gates and xnor gates	8.05
other	0.287
DFF	39.9
muxes	1.63
## sequential cells by signal, indices dropped and copies added, names as in the netlist
register	flops
COM_Cnt	1
Div_CLK	1
Div_Cnt	13
SEG	7
## per-layer routing
layer | part of all wire, % | global-route usage [%]
met1 | 48 | 15.0
met2 | 49 | 17.5
met4 | 0.36 | 1.30
met5 | 0 | 0
met3 | 2.5 | 0.676
## worst min path at each step
| stage | from | to | slack [ns] | cells past startpoint |
|---|---|---|---|---|
| after CTS | Div_Cnt[12] | Div_Cnt[11] | 0.46 | 1 |
| after global routing | Div_Cnt[12] | Div_Cnt[11] | 0.49 | 1 |
| final | Div_Cnt[12] | Div_Cnt[11] | 0.46 | 1 |
## layout make-up
cell class | instances | area [µm²]
clock buffer | 4 | 45.0
fill | 407 | 2550
inverter | 5 | 18.8
multi-input combinational | 113 | 704
sequential | 22 | 520
tap | 50 | 62.6
timing repair buffer | 18 | 180
Power is estimated from default activity; no workload was simulated.
